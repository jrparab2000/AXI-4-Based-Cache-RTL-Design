==> design/flow/run.sh <==
#!/bin/bash
# OpenROAD 26Q1-2900-gdf79404cd8, Yosys 0.63+post, stock flow scripts
make -C /OpenROAD-flow-scripts/flow DESIGN_CONFIG=/design/flow/config.mk WORK_HOME=/design/flow/orfs finish
==> design/flow/config.mk <==
export PLATFORM = sky130hd
export DESIGN_NAME = controller
export DESIGN_NICKNAME = controller
export VERILOG_FILES = /design/flow/design.v
export SDC_FILE = /design/flow/constraint.sdc
export NUM_CORES = 4
export LEC_CHECK = 1
export CORE_AREA = 10 10 70 70
export DIE_AREA = 0 0 80 80
==> design/flow/constraint.sdc <==
current_design controller

set clk_period 2.0
set clk_io_pct 0.2

create_clock -name clk0 -period $clk_period [get_ports {clk}]

set non_clock_inputs [all_inputs -no_clocks]
set_input_delay [expr $clk_period * $clk_io_pct] -clock clk0 $non_clock_inputs
set_output_delay [expr $clk_period * $clk_io_pct] -clock clk0 [all_outputs]
==> design/flow/design.v <==
module controller #(
    parameter BLOCK_SIZE = 6,
    parameter BLOCKS = 1<<6,
    parameter WR_M_DATA_SIZE = 4
    )
    (
    input clk,
    input rst_n,
    input rw,
    input valid_in_c,
    output reg cache_ready,
    output reg hit_miss,
    output reg out_valid,
    input dirty,
    input match,
    input valid_tag,
    output reg [2:0] tag_replace,
    output reg [1:0] dirty_replace,
    output reg [2:0] data_replace,
    output reg [1:0] lru_replace,
    output [BLOCK_SIZE-1:0]count_out,
    input ready_wb,
    output reg valid_wb,
    input valid_ld,
    output reg ready_ld,
    output reg out_rw,
    output reg addr_valid_out
);
    reg [BLOCK_SIZE:0] counter, counter_next;
    reg [1:0] count_ctrl;
    typedef enum logic [2:0] { IDLE, HIT, WB, LD, R_DATA, W_DATA} states;
    states cs, ns;
    always_ff @(posedge clk) begin
        if(!rst_n) begin
            cs <= IDLE;
        end
        else begin
            cs <= ns;
        end
    end
    always_comb begin
        ns = IDLE;
        case (cs)
            IDLE    :   begin
                tag_replace = 3'b000;
                data_replace = 3'b000;
                valid_wb = 0;
                ready_ld = 1'b0;
                dirty_replace = 2'b00;
                lru_replace = 2'b00;
                out_rw = 1'b0;
                out_valid = 1'b0;
                hit_miss = 1'b0;
                addr_valid_out = 1'b0;
                count_ctrl = 2'b00;
                cache_ready = 1'b0;
                ns = HIT;
            end 
            HIT     :   begin
                tag_replace = 3'b111;
                data_replace = 3'b111;
                valid_wb = 0;
                ready_ld = 1'b0;
                dirty_replace = 2'b11;  
                out_rw = 1'b0;
                out_valid = 1'b0;
                hit_miss = 1'b0;
                lru_replace = 2'b11;
                addr_valid_out = 1'b0;
                count_ctrl = 2'b00;
                cache_ready = 1'b1;
                if(valid_in_c) begin
                    if (match) begin
                        lru_replace = 2'b01;
                        hit_miss = 1'b1;
                        ns = HIT;
                        if(rw) begin
                            data_replace = 3'b001;
                            dirty_replace = 2'b01;   
                        end
                        else begin
                            data_replace = 3'b010;
                            out_valid = 1'b1;
                        end
                    end
                    else begin
                        if (valid_tag) begin
                            if (dirty) begin
                                data_replace = 3'b101;
                                ns = WB;
                            end
                            else begin
                                ns = LD;
                            end
                        end
                        else begin
                            ns = LD;
                        end
                    end
                end
                else begin
                    ns = HIT;
                end
            end
            WB      :   begin
                tag_replace = 3'b010;
                data_replace = 3'b111;
                valid_wb = 1'b1;
                ready_ld = 1'b0;
                dirty_replace = 2'b11;
                out_rw = 1'b1;
                out_valid = 1'b0;
                hit_miss = 1'b0;
                lru_replace = 2'b11;
                addr_valid_out = 1'b1;
                count_ctrl = 2'b00;
                cache_ready = 1'b0;
                if (ready_wb) begin
                    tag_replace = 3'b111;
                    dirty_replace = 2'b10;
                    data_replace = 3'b101;
                    count_ctrl = 2'b01;
                    addr_valid_out = 1'b0;
                    ns = W_DATA;
                end
                else begin
                    ns = WB;
                end
            end
            LD      :   begin
                tag_replace = 3'b011;
                data_replace = 3'b111;
                valid_wb = 1'b0;
                ready_ld = 1'b1;
                dirty_replace = 2'b11;
                out_rw = 1'b0;
                out_valid = 1'b0;
                hit_miss = 1'b0;
                lru_replace = 2'b11;
                addr_valid_out = 1'b1;
                count_ctrl = 2'b00;
                cache_ready = 1'b0;
                if(valid_ld) begin
                    tag_replace = 3'b001;
                    count_ctrl = 2'b01;
                    ns = R_DATA;
                    data_replace = 3'b011;
                    addr_valid_out = 1'b0;
                end
                else begin
                   ns = LD; 
                end
            end
            R_DATA    :   begin
                tag_replace = 3'b111;
                data_replace = 3'b011;
                valid_wb = 1'b0;
                ready_ld = 1'b1;
                dirty_replace = 2'b11;
                out_rw = 1'b0;
                out_valid = 1'b0;
                hit_miss = 1'b0;
                lru_replace = 2'b11;
                addr_valid_out = 1'b0;
                count_ctrl = 2'b01;
                cache_ready = 1'b0;
                if(counter == BLOCKS) begin
                    lru_replace = 2'b10;
                    count_ctrl = 2'b00;
                    data_replace = 3'b111;
                    ready_ld = 1'b0;
                    ns = HIT;
                end
                else begin
                    ns = R_DATA;
                end
            end
            W_DATA  :   begin
                tag_replace = 3'b111;
                data_replace = 3'b101;
                valid_wb = 1'b1;
                ready_ld = 1'b0;
                dirty_replace = 2'b11;
                out_rw = 1'b1;
                out_valid = 1'b0;
                hit_miss = 1'b0;
                lru_replace = 2'b11;
                addr_valid_out = 1'b0;
                count_ctrl = 2'b01;
                cache_ready = 1'b0;
                if(counter == BLOCKS) begin
                    count_ctrl = 2'b00;
                    data_replace = 3'b111;
                    valid_wb = 1'b0;
                    ns = LD;
                end
                else begin
                    ns = W_DATA;
                end
            end
            default :   begin
                tag_replace = 3'b000;
                data_replace = 3'b000;
                valid_wb = 0;
                ready_ld = 1'b0;
                dirty_replace = 2'b00;
                lru_replace = 2'b00;
                out_rw = 1'b0;
                out_valid = 1'b0;
                hit_miss = 1'b0;
                addr_valid_out = 1'b0;
                count_ctrl = 2'b00;
                cache_ready = 1'b0;
                ns = IDLE;
            end
        endcase
    end
    always_comb begin
        counter_next = counter;
        if(count_ctrl == 2'b00) begin
            counter_next = {(BLOCK_SIZE+1){1'b0}};
        end
        else if (count_ctrl == 2'b01) begin
            counter_next = counter + WR_M_DATA_SIZE;
        end
    end
    always_ff @(posedge clk) begin
        counter <= counter_next;
    end
    assign count_out = counter[BLOCK_SIZE-1:0];
endmodule
==> impl_metrics.yaml <==
# generated from flow reports
sta:
  setup_violations: 0
  setup_tns_ps: 0
  period_used_pct: 99.9
  period_minus_slack_ps: 2000
  hold_viol_final: 0
  grt_setup_unrepaired: "true"
  maxSlewViolCount: 0
  fin_skew_ps: 2.95
  max_freq_mhz: 500
floorplan:
  fp.dieH_um: 80
  die_x_um: 80
  fp-utilization_pct: 18.9
  io_pins: 32
  dieArea_sq_um: 6400
  rows: 21
  core_sq_um: 3420
clocking:
  cts_tree: "yes"
  cts_max_path_buffers: 2
  clockRootBuffer: "clkbuf_4"
  cts_buffers: 3
  path_clk_slew_ps: 70
  clock_latency_ps: 270
  postCtsHoldBufs: 0
  htree_levels: 1
  clock_sinks: 11
yosys:
  syn_area_sq_um: 644
  yosysChipArea_sq_um: 644
  ys.flop_type: "dfxtp_1"
  top_cell_area_share_pct: 34.2
  edf_count: 0
  synth_area_per_cell_sq_um: 7.96
  ys.flops: 11
  synth_cell_type_count: 28
  async_flop_share_pct: 0
  synth-warning-count: 1
  synth_cells: 81
  ys_seq_share_pct: 34.2
  synth_area_leader_cell: "dfxtp_1"
  top_cells_by_area: "dfxtp_1 34%, buf_4 7.0%, nand2_1 7.0%"
  yosysCellCount: 81
critical_path:
  critPathArrivalTime_ps: 1600
  crit_required_ps: 1600
  crit_type: "flip-flop to output port"
  start_kind: "flip-flop"
  worstPathMaxFanout: 2
  end_kind: "output port"
route:
  drt-total-wl_um: 1980
  drc: 0
  n_antenna_cell: 0
  vias: 692
  dr.pass1.iters: 4
  drt_iter0_drc: 14
  post_drt_wl_per_cell_um: 11.6
  drt-vias-per-instance: 4.07
  ant_nets: 0
flow_run:
  warnings: 28
  cap_viol_max_count: 0
global_route:
  grt_pass1_vias: 658
  grt_max_degree: 12
  grt_pass1_wl_um: 3000
  grt.total_usage_pct: 5.75
  antenna_found_initial: 0
  grt_overflow: 0
final_layout:
  layout_top_cells: "19 x clkdlybuf4s50_1, 16 x buf_4, 9 x nand2_1"
  final_core_utilization_pct: 33.3
  instances_no_fill: 170
  layout_top_cell: "clkdlybuf4s50_1"
  finalInstanceArea_sq_um: 1140
  drive_gt1_share_pct: 31.5
  syn2layout_area_growth_pct: 76.5
pwr:
  irDropWorstVdd_uv: 360
  power_density_nw_per_um2: 435
  p_total_mw: 0.495
  p_leak_nw: 0.514
placement:
  gp_congestion: 0.833
  place_area_sq_um: 1030
  dp_hpwl_um: 1540
  port_buffers: 29
  place_inst: 161
outcome:
  status: "finished, final reports clean"
hold_path:
  hold_path.class: "input pin to flip-flop"
## synth_stat cells (2+ instances only)
library cell,count
nand2_1,12
dfxtp_1,11
nor2_1,8
nand3_1,7
buf_4,6
a21oi_1,5
nand2b_1,5
inv_1,3
ha_1,2
nand3b_1,2
nor2b_1,2
xor2_1,2
## per-layer routing
| metal | global-route usage (%) | up-vias | wire length [um] |
|---|---|---|---|
| li1 | - | 356 | - |
| met1 | 6.94 | 310 | 902 |
| met2 | 9.07 | 23 | 815 |
| met3 | 3.41 | 3 | 245 |
| met4 | 0.176 | 0 | 11 |
| met5 | 0 | - | 0 |
## through the flow
step                hold WS [ps]  worst slack (ps)
global route                 483             -56.2
floorplan                    441               479
global placement             475              -252
CTS                          507             -11.2
finish                       478              1.49
detailed placement           491              -292
## critical path: stages, from the launching register on
cell	delay, ps
dfxtp_2	330
inv_2	60
ha_4	130
nand4bb_1	120
nand2_1	100
or4b_4	470
buf_6	130
## power by group
part	leakage, nW	total [mW]	switching, mW	internal (mW)
clock	0.0150	0.151	0.0741	0.0774
sequential	0.0917	0.232	0.00726	0.224
combinational	0.408	0.112	0.0350	0.0768
## what timing repair did
item	CTS	global route
endpoints found under the setup margin	11	9
pin swaps	4	1
resized	24	10
buffers inserted	4	1
## kinds of logic after synthesis
| kind of cell | count (synthesis) | synth area share (%) |
|---|---|---|
| AND/OR/NAND/NOR | 44 | 37.3 |
| flip-flops | 11 | 34.2 |
| buffers and inverters | 10 | 9.51 |
| XOR/XNOR | 3 | 4.08 |
| other | 1 | 0.582 |
| adder cells (fa/ha/maj) | 2 | 3.88 |
| AND-OR/OR-AND | 10 | 10.5 |
## cell type report
type	instances	area, sq um
Fill cell	351	2280
Multi-Input combinational cell	61	414
Timing Repair Buffer	45	402
Sequential cell	11	226
Tap cell	46	57.6
Clock buffer	4	26.3
Inverter	3	11.3
## registers in the layout (all words and copies together), names as in the netlist
register and count:
cs 6, counter 5
## worst paths after layout
kind                                start                 endpoint  slack (ps)  cells past startpoint
hold / removal                   valid_ld            cs[1]$_DFF_P_         480                      3
hold reg to reg             cs[0]$_DFF_P_            cs[3]$_DFF_P_         530                      2
setup / recovery  counter[2]$_SDFFE_PN0P_           lru_replace[0]           1                      6
setup reg to reg  counter[4]$_SDFFE_PN0P_  counter[3]$_SDFFE_PN0P_         660                      5
No activity file was given, so power comes from the tool's default toggle rates.
